<file path="flow/design.v">
module mux3to1 (
    input  logic [31:0] in0,
    input  logic [31:0] in1,
    input  logic [31:0] in2,
    input  logic [1:0]  sel,
    output logic [31:0] out
);
always_comb begin
    case(sel)
        2'b00: out = in0;
        2'b01: out = in1;
        2'b10: out = in2;
        default: out = 32'b0;
    endcase
end
endmodule
</file>
<file path="flow/run.sh">
#!/bin/bash
# OpenROAD 26Q1-2900-gdf79404cd8, Yosys 0.63+post, stock flow scripts
make -C /OpenROAD-flow-scripts/flow DESIGN_CONFIG=/design/flow/config.mk WORK_HOME=/design/flow/orfs finish
</file>
<file path="flow/config.mk">
export PLATFORM = sky130hd
export DESIGN_NAME = mux3to1
export DESIGN_NICKNAME = mux3to1
export VERILOG_FILES = /design/flow/design.v
export SDC_FILE = /design/flow/constraint.sdc
export NUM_CORES = 4
export LEC_CHECK = 1
export CORE_AREA = 10 10 76 76
export DIE_AREA = 0 0 86 86
</file>
<file path="flow/constraint.sdc">
current_design mux3to1

set clk_period 2.8
set clk_io_pct 0.2

create_clock -name clk0 -period $clk_period

set non_clock_inputs [all_inputs -no_clocks]
set_input_delay [expr $clk_period * $clk_io_pct] -clock clk0 $non_clock_inputs
set_output_delay [expr $clk_period * $clk_io_pct] -clock clk0 [all_outputs]
</file>
==> flow_summary.yaml <==
# implementation run metrics
worst_hold_path:
  whs_path_depth: 4
  hold_class: "primary input to primary output"
timing:
  worst_pin_slew_ns: 0.385
  report.final.hold_viol_count: 0
  slew_viol_final: 0
  finalCritPeriodShare_pct: 92.5
  max_slew_margin_pct: 74.3
  max_freq_mhz: 386
  final_layout_setup_total_negative_slack_ns: 0
  grt_setup_unrepaired: "false"
  timing.final.setup_violations: 0
  final_period_minus_worst_setup_slack_ns: 2.59
critical_path:
  criticalPathCategory: "primary input to primary output"
  setup.worst_path.start_class: "primary input"
  arrival_ns: 2.03
  worst_ep_required_time_ns: 2.24
  worst_setup_path_end_kind: "primary output"
  crit_path_max_fanout: 12
cells_and_area:
  nFillCells: 364
  layout-area-overhead-vs-synth_pct: 166
  mi_logic_area_sq_um: 677
  n_sequential_cell: 0
  ff_latch_area_sq_um: 0
  clock_buffer_count: 0
  layout_top_cells: "clkdlybuf4s50_1 (129), mux2i_1 (32), o2bb2ai_1 (22)"
  final_layout_size_suffix_gt1_share_pct: 8.96
  most_numerous_logic_cell_after_layout: "clkdlybuf4s50_1"
  stdcell_count: 251
  post_route_standard_cell_area_excluding_fillers_sq_um: 2090
global_routing:
  grt_max_degree: 33
  grt_remaining_overflow: 0
  grt_use_total_pct: 10.8
  grt_pass1_wl_um: 6560
  grt_antenna_before_repair: 0
  grt_pass1_vias: 1207
power:
  leakage_component_of_the_power_nw: 0.804
  power_switching_share_pct: 25.4
  vdd_ir_drop_max_mv: 0.0936
  pwr-share-seq_pct: 0
  clockPowerShare_pct: 0
  power_share_of_the_combinational_group_pct: 100.0
  powerDensity_nw_per_um2: 147
  intPower_mw: 0.230
  power_dissipated_by_switching_net_loads_mw: 0.0782
floorplanning:
  die_w_um: 86
  chip_area_sq_um: 7400
  initial_core_util_pct: 19.1
  core_region_area_sq_um: 4120
  io_pins: 130
  floorplan_row_count: 23
  die.size.y_um: 86
routing:
  totalWireLength_um: 4480
  routed_via_density: 4.45
  post_drt_wl_per_cell_um: 17.9
  drc: 0
  first_pass_iters: 3
  diodes: 0
  detailroute.via_count: 1117
  drt_iter0_markers: 30
  ant_nets: 0
yosys:
  ys_area_sq_um: 787
  synth.yosys.warnings: 1
  yosys.cell_types.count: 8
  seq_area_frac_synth_pct: 0
  netlist_instances: 77
  synth.cell_area_sq_um: 787
  postSynthAreaPerCell_sq_um: 10.2
  ys_cells: 77
placement:
  place_hpwl_um: 3980
  place_inst: 251
  portBuffers: 130
  globalplace.congestion: 0.770
  dpl_cell_area_sq_um: 2090
flow_run:
  cap_viol_max_count: 0
  log.warning_count: 32
clocking:
  cts.repair_timing.setup_buffer_count: 0
  cts.hold.buffers_added: 0
  ctsResizeCount: 0
status:
  status: "finished clean"
[routing by layer]
metal | vias up | wire length [um] | global-route usage, %
met5 | - | 0 | 0
met4 | 0 | 0 | 0
met3 | 0 | 513 | 4.67
met2 | 60 | 2390 | 20.7
met1 | 491 | 1580 | 11.2
li1 | 566 | - | -
[power groups by stage]
stage | Sequential [mW] | Combinational, mW | Clock [mW]
after global routing | 0 | 0.332 | 0
final | 0 | 0.308 | 0
after CTS | 0 | 0.315 | 0
[path summary, 6_finish.rpt]
| path | startpoint | to |
|---|---|---|
| worst max-delay path | sel[0] | out[14] |
| worst min-delay path | sel[1] | out[21] |
[Yosys cell counts]
| library cell | count | area, sq um |
|---|---|---|
| buf_2 | 1 | 5.00 |
| clkbuf_1 | 2 | 7.51 |
| buf_4 | 1 | 7.51 |
| buf_6 | 8 | 90.1 |
| nor2b_4 | 1 | 13.8 |
| o2bb2ai_2 | 10 | 150 |
| mux2i_1 | 32 | 320 |
| o2bb2ai_1 | 22 | 193 |
[through the flow]
stage | setup slack [ns] | hold WS, ns | power (mW) | utilization, %
6_report | 0.210 | 1.94 | 0.308 | 50.9
3_5_place_dp | 0.191 | 1.96 | 0.314 | 50.9
4_1_cts | 0.187 | 1.96 | 0.315 | 50.9
3_3_place_gp | 0.197 | 1.96 | 0.312 | 50.9
2_1_floorplan | 1.08 | 1.18 | 0.0902 | -
5_1_grt | 0.112 | 1.99 | 0.332 | 50.9
[logic make-up after synthesis]
logic type,share of synthesized area [%]
mux,40.7
simple gates,1.75
compound gates,43.6
buf+inv,14.0
[final cells by class]
| class | instances | share of cell area, % |
|---|---|---|
| well taps | 50 | 2.99 |
| repair buffers | 136 | 64.7 |
| multi-input cells | 65 | 32.3 |
[worst max-delay path, stage by stage]
cell and delay, ns:
clkdlybuf4s50_1 0.48, nor2b_4 0.16, buf_4 0.20, o2bb2ai_1 0.14, clkdlybuf4s50_1 0.49
Power is estimated from default activity; no workload was simulated.
